[flow/run.sh]
#!/bin/bash
# OpenROAD 26Q1-2900-gdf79404cd8, Yosys 0.63+post, stock flow scripts
make -C /OpenROAD-flow-scripts/flow DESIGN_CONFIG=/design/flow/config.mk WORK_HOME=/design/flow/orfs finish
[flow/constraint.sdc]
current_design UniversalShiftRegister

set clk_period 1.3
set clk_io_pct 0.2

create_clock -name clk0 -period $clk_period [get_ports {clk}]

set non_clock_inputs [all_inputs -no_clocks]
set_input_delay [expr $clk_period * $clk_io_pct] -clock clk0 $non_clock_inputs
set_output_delay [expr $clk_period * $clk_io_pct] -clock clk0 [all_outputs]
[flow/config.mk]
export PLATFORM = sky130hd
export DESIGN_NAME = UniversalShiftRegister
export DESIGN_NICKNAME = UniversalShiftRegister
export VERILOG_FILES = /design/flow/design.v
export SDC_FILE = /design/flow/constraint.sdc
export NUM_CORES = 4
export LEC_CHECK = 1
export CORE_AREA = 10 10 70 70
export DIE_AREA = 0 0 80 80
[flow/design.v]
module UniversalShiftRegister(
    input clk,       
    input rst,       
    input shift_left,  
    input shift_right,  
    input [3:0] data_in,  
    output reg [3:0] data_out  
);
reg [3:0] shift_reg;
always @(posedge clk or posedge rst) begin
    if (rst) begin
        shift_reg <= 4'b0000;  
    end else if (shift_left) begin
        shift_reg <= {shift_reg[2:0], data_in[0]};  
    end else if (shift_right) begin
        shift_reg <= {data_in[3], shift_reg[3:1]};  
    end
end
assign data_out = shift_reg;
endmodule
==> Changelog: implementation <==
## Flow update

* DR iter-0 viols at 2
* Netlist Area Pre-Place at 190 um2
* Critical path's largest stage delay at 390 ps
* Final Setup Violations at 0
* Setup Slack @ Placement at -16.7 ps
* Crit-path max FO at 3
* Layout cells sized above 1 at 18.8%
* Standby leakage power at 0.165 nW
* CTS Hold Bufs at 0
* Final tally of hold violations at 0
* Gr usage total at 1.95%
* Crit path DRT at 1040 ps
* Worst-path clk slew at 40 ps
* CTS tree: done
* Run status: finished, final reports clean
* Register area at 100 um2
* Minimum clock period at 1140 ps
* Io pins at 12
* Max-slew violations at 0
* Die area at 0.00640 mm2
* R2r worst-path depth at 3
* Cell family with the largest share of critical-path delay: flip-flops
* Iteration tally of the first detailed-router pass at 3
* Total Wirelength at 593 um
* Least-Margin Pin Slew at 255 ps
* Ys Warns at 2
* H-tree lvl count at 1
* Routed WL per cell at 7.60 um
* Synthesized area per cell at 10.6 um2
* Total grt overflow at 0
* Post-Route Skew at 0.294 ps
* Worst Path Buf+Inv at 1
* Die W at 80 um
* Ys cells at 18
* Cell chain of the critical path: dlygate4sd2_1
* Vias at 185
* Pwr dens at 1120 mW/mm2
* Setup CP Type: reg2out
* Worst setup SP type: flop
* Mapped Cells at 18
* Hold/Removal Path Class: in2async
* IO Port Bufs at 9
* Top cell excl fill/tap: clkdlybuf4s50_1
* Cts bufs inserted at 3
* Register share after synthesis at 52.6%
* Setup TNS at 0 ps
* Critical Path Start: shift_reg[0]
* Rel. slew slack at 83.0%
* Drt drc at 0
* Global-route wire length before repair at 917 um
* Peak VDD IR at 0.425 mV
* Fmax at 880 MHz
* FILL cells at 415
* Max reg flops at 4
* Final hold slack at 218 ps
* Tool warnings at 27
* Largest net degree at the start of global routing at 9
* CP Depth at 1
* Crit. End Element: primary output
* CP max stage cell: dfrtp_1
* Longest Clk Path Bufs at 2
* Finished Core Util at 10.7%
* Final Power at 0.410 mW
* Antenna viol nets, final at 0
* Post-synth cell types at 6
* Yosys chip area at 190 um2
* Late-Pin Clk Latency at 240 ps
* RSZ-0062 raised after global routing: false
* Seq cells post-synth at 4
* DIE HEIGHT at 80 um
* Vias in the first global route at 199
* Via density per instance at 2.37
* Area of the core at 0.00342 mm2
* GP Congestion at 0.707
* Synth-to-Final Area Change at 92.8%
* Period utilization at 87.4%
* Clock sink count at 4
* Max Cap Violations at 0
* R2R Path Start: shift_reg[2]
* Setup WS post-layout at 163 ps
* Fp util at 5.57%
* Comb area at 75.1 um2
* Row count at 21
* Initial antenna violation count at 0
* Clock root buffer master: clkbuf_4
* Inserted Diodes at 0
* WP data arrival at 880 ps
[logic make-up after synthesis]
family	share of synthesized area (%)
AOI/OAI and AO/OA	10.5
buffers and inverters	7.89
DFF	52.6
muxes	21.1
and+or+nand+nor	7.89
[per-layer routing]
metal / track usage [%] / vias to the layer above / share of wire, %
li1: - / 89 / -
met1: 3.21 / 81 / 65
met2: 1.44 / 13 / 20
met3: 1.82 / 2 / 14
met4: 0.352 / 0 / 1.7
met5: 0 / - / 0
[through the flow]
stage	instances	area, um2
floorplan	18	190
global placement	72	327
detailed placement	72	327
CTS	78	367
global route	78	367
finish	78	367
[synth_stat cells]
master / n / area, um2
inv_1: 1 / 3.75
mux2i_1: 4 / 40.0
buf_6: 1 / 11.3
dfrtp_1: 4 / 100
nand2_1: 4 / 15.0
o21ai_1: 4 / 20.0
[cell type report]
class,count,share of cell area (%)
Sequential cell,4,27.3
Multi-Input combinational cell,12,20.5
Tap cell,46,15.7
Inverter,1,1.02
Timing Repair Buffer,12,29.4
Clock buffer,3,6.14
[timing repair]
| item | in CTS | in global routing |
|---|---|---|
| endpoints found under the setup margin | 4 | 0 |
| setup buffers | 3 | 0 |
| gates resized | 4 | 0 |
[report_power, final]
group	switching (mW)	leakage [nW]	total (mW)	internal (mW)
Combinational	0.0377	0.101	0.0993	0.0616
Sequential	0.00934	0.0503	0.152	0.143
Clock	0.0548	0.0138	0.158	0.104
Total	0.102	0.165	0.410	0.308
[worst paths after layout]
check	end	slack (ps)
max in group asynchronous	shift_reg[0]	930
hold reg to reg	shift_reg[1]	530
setup reg to reg	shift_reg[2]	460
hold / removal	shift_reg[2]	220
min in group clk0	shift_reg[1]	530
setup / recovery	data_out[0]	160
Power and IR drop assume default switching activity.
