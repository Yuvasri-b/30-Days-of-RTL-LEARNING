**design/flow/design.v**
```verilog
module shift_and_add_multiplier(
    input [3:0] multiplicand,
    input [3:0] multiplier,
    output reg [7:0] product
);
reg [7:0] accumulator;
integer i;
always @(*) begin
    accumulator = multiplicand;
    product = 0;
    for (i = 0; i < 8; i = i + 1) begin
        if (multiplier[i] == 1)
            product = product + accumulator;
        accumulator = accumulator << 1;
    end
end
endmodule
```
**design/flow/run.sh**
```bash
#!/bin/bash
# OpenROAD 26Q1-2900-gdf79404cd8, Yosys 0.63+post, stock flow scripts
make -C /OpenROAD-flow-scripts/flow DESIGN_CONFIG=/design/flow/config.mk WORK_HOME=/design/flow/orfs finish
```
**design/flow/config.mk**
```make
export PLATFORM = sky130hd
export DESIGN_NAME = shift_and_add_multiplier
export DESIGN_NICKNAME = shift_and_add_multiplier
export VERILOG_FILES = /design/flow/design.v
export SDC_FILE = /design/flow/constraint.sdc
export NUM_CORES = 4
export LEC_CHECK = 1
export CORE_AREA = 10 10 70 70
export DIE_AREA = 0 0 80 80
```
**design/flow/constraint.sdc**
```tcl
current_design shift_and_add_multiplier

set clk_period 7.9
set clk_io_pct 0.2

create_clock -name clk0 -period $clk_period

set non_clock_inputs [all_inputs -no_clocks]
set_input_delay [expr $clk_period * $clk_io_pct] -clock clk0 $non_clock_inputs
set_output_delay [expr $clk_period * $clk_io_pct] -clock clk0 [all_outputs]
```
==> run_results.csv <==
group,metric,value,unit
setup_path,cp_max_fo,6,
timing,slew_headroom,74.0,%
floorplan,rows,21,
timing,tightest_slew,389,ps
power_and_ir_drop,ir_drop,36.9,µV
logic_synthesis,synth_cells,73,
drt,drt_first_pass_iters,4,
floorplan,ios,16,
clock_network,cts_hold_buf,0,
global_routing,grt_max_degree,12,
drt,drt_first_iter_violations,27,
logic_synthesis,top_area_share,23.8,%
clock_network,cts_resized,0,
flow_run,maxCapViolations,0,
final_layout,utilization,23.1,%
timing,rsz0062_at_grt,"false",
timing,setup_tns,0,ps
floorplan,chipArea,0.00640,mm²
setup_path,startpoint_type,"input port",
flow_run,warnings,33,
run_status,status,"complete, no violations",
setup_path,slowest_stage,"clkdlybuf4s50_1",
drt,antenna_left,0,
timing,hold_viol_final,0,
logic_synthesis,topCellsByArea,"ha_1 (24%), fa_1 (10%), mux2i_1 (6.9%)",
timing,finalSetupViolations,0,
worst_hold_path,hp-class,"in2out",
worst_hold_path,min_from,"multiplier[0]",
final_layout,n_fill_cell,374,
global_routing,antenna_found_initial,0,
floorplan,dieHeight,80,µm
logic_synthesis,ys_area,578,µm²
timing,fmax,135,MHz
setup_path,cp.arrival,5830,ps
final_layout,ff_count,0,
setup_path,endpoint_kind,"output pin",
power_and_ir_drop,cellLeakagePower,0.358,nW
logic_synthesis,synth_cell_type_count,25,
setup_path,cp_common_cell,"fa_1",
setup_path,worstSetupPathType,"in2out",
drt,routed_via_density,3.92,
final_layout,regArea,0,µm²
global_routing,grt-ovfl-total,0,
placed_design,numPortBuffers,16,
setup_path,crit_path_cell_trace,"clkdlybuf4s50_1, and2_1, ha_1, inv_1, fa_1, xnor2_1, nand2_1, xor2_2, inv_2, fa_1, nand2_1, o21a_1, ha_1, fa_1, inv_1, a221oi_1, clkdlybuf4s50_1",
final_layout,layout.cells.most_common,"clkdlybuf4s50_1",
floorplan,fp-utilization,16.9,%
final_layout,lay_top_cells,"clkdlybuf4s50_1 (16), ha_1 (11), nand2_1 (7), a21oi_1 (7), inv_1 (7)",
floorplan,fp.dieW,80,µm
setup_path,required,6320,ps
timing,finalCritPeriodShare,93.9,%
logic_synthesis,ys_warn_count,5,
placed_design,place.gp.congestion,0.805,
drt,n_antenna_cell,0,
worst_hold_path,min_path_cells,3,
drt,drc,0,
drt,drt-wirelength-per-cell,10.4,µm
placed_design,hpwlAfterDp,1220,µm
power_and_ir_drop,power_density,82.9,mW/mm²
timing,drv_slew,0,
final_layout,nClkBuffers,0,
drt,dr_total_vias,522,
global_routing,grt_pass1_vias,570,
logic_synthesis,top_area_cell,"ha_1",
timing,fin_crit,7410,ps
final_layout,area.growth.synth_to_final,36.4,%
logic_synthesis,ys_cells,73,
global_routing,grt_usage,4.50,%
logic_synthesis,avgSynthCellArea,7.92,µm²
setup_path,max_stage_delay,630,ps
logic_synthesis,netlist_area,578,µm²
drt,totalWireLength,1390,µm
global_routing,grt_pass1_wl,2450,µm
worst_hold_path,holdPathEnd,"product[0]",
floorplan,coreArea,0.00342,mm²
clock_network,post-cts-setup-buffer-count,0,
logic_synthesis,postSynthSeqShare,0,%
final_layout,drive_gt1_share,6.90,%
per-stage QoR:
stage | hold WS (ps) | worst slack (ps) | cell area [µm²] | power, W | std cells
after floorplan | 3230 | 1910 | 578 | 0.0000385 | 73
after global placement | 4240 | 516 | 788 | 0.0000657 | 133
after detailed placement | 4240 | 460 | 788 | 0.0000660 | 133
after CTS | 4230 | 436 | 788 | 0.0000668 | 133
after global routing | 4270 | 199 | 788 | 0.0000755 | 133
final | 4230 | 486 | 788 | 0.0000654 | 133
Yosys cell counts (all sizes together):
cell type  number
xor2            4
a221oi          1
a22oi           1
nand3           1
clkbuf          2
nor2            1
a21o            3
a211oi          1
mux2i           4
ha             11
o21ai           2
xnor2           2
fa              3
a21oi           8
nor2b           2
nand2b          3
o21bai          1
nand2           7
o21a            3
and2            2
mux2            3
inv             8
worst max-delay path by stage:
stage / start / end / slack (ps) / cells after the start
4_1_cts: multiplicand[1] / product[4] / 440 / 17
5_1_grt: multiplicand[1] / product[4] / 200 / 17
6_report: multiplicand[1] / product[4] / 490 / 17
routing by layer:
metal,vias up,share of wire [%],global-route usage (%),routed length [µm]
li1,279,-,-,-
met1,234,50,6.08,690
met2,9,43,7.38,601
met3,0,6.8,1.02,95
met4,0,0,0.352,0
met5,-,0,0,0
critical path, delay by kind of cell:
family	cells	cell delay [ps]
XOR/XNOR	2	340
AND-OR/OR-AND	2	420
AND/OR/NAND/NOR	3	370
buffers and inverters	5	1320
adder cells (fa/ha/maj)	5	1800
cell type report:
class	count	area (µm²)	area share [%]
multi-input combinational	63	541	68.6
timing repair buffer	16	160	20.3
tap	46	57.6	7.30
inverter	8	30.0	3.81
power breakdown:
group | switching [W] | internal (W)
clock network | 0 | 0
registers | 0 | 0
logic | 0.0000286 | 0.0000368
kinds of logic (layout without fill, tap and decap cells):
kind of cell	after synthesis	after routing	share of synthesized area, %
AOI/OAI and AO/OA	20	20	22.5
xor gates and xnor gates	6	6	10.4
muxes	7	7	12.8
adders and majority gates	14	14	34.2
buffers and inverters	10	24	6.49
and+or+nand+nor	16	16	13.6
Power figures rest on the tool's default switching activity, not on a simulated workload.
