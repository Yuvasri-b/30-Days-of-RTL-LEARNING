`./config.mk`:
```
export PLATFORM = sky130hd
export DESIGN_NAME = binary_counter
export DESIGN_NICKNAME = binary_counter
export VERILOG_FILES = /design/flow/design.v
export SDC_FILE = /design/flow/constraint.sdc
export NUM_CORES = 4
export LEC_CHECK = 1
export CORE_AREA = 10 10 70 70
export DIE_AREA = 0 0 80 80
```
`./constraint.sdc`:
```
current_design binary_counter

set clk_period 1.0
set clk_io_pct 0.2

create_clock -name clk0 -period $clk_period [get_ports {clk}]

set non_clock_inputs [all_inputs -no_clocks]
set_input_delay [expr $clk_period * $clk_io_pct] -clock clk0 $non_clock_inputs
set_output_delay [expr $clk_period * $clk_io_pct] -clock clk0 [all_outputs]
```
`./design.v`:
```
module binary_counter (
    input clk,        
    input rst,        
    output reg [3:0] count  
);
always @(posedge clk or posedge rst) begin
    if (rst)             
        count <= 4'b0000;  
    else if (count == 4'b1111)  
        count <= 4'b0000;  
    else
        count <= count + 1;  
end
endmodule
```
`./run.sh`:
```
#!/bin/bash
# OpenROAD 26Q1-2900-gdf79404cd8, Yosys 0.63+post, stock flow scripts
make -C /OpenROAD-flow-scripts/flow DESIGN_CONFIG=/design/flow/config.mk WORK_HOME=/design/flow/orfs finish
```
==> results.ini <==
[sta]
setup-tns-final_ns=-0.111
setup-violations-final=3
fin_crit_sh_pct=105
drv_slew=0
finClkSkew_ns=0.00496
rsz0062_at_grt=true
worst_pin_slew_ns=0.177
relSlewSlack_pct=88.1
setup_slack_ns=-0.0464
finalHoldViolCount=0
fmax_ghz=0.956
min_period_ns=1.05
hold_ws_ns=0.165

[finish]
area_growth_pct=131
fillerInstances=403
lay_top_cells=buf_4, dfrtp_1, a31oi_1, clkbuf_4
lay_top_count=buf_4
largest_register_ffs=4
top_register=count
final_layout_size_suffix_gt1_share_pct=60.7
top_regs=count: 4 flops

[detailed_routing]
vias=156
drt-total-wl_microns=546
antenna_cells=0
drc=0
drt_pass1_iterations=1
post_drt_wl_per_cell_microns=7.38
drt_iter0_drc=0
antenna_left=0
vias_per_cell=2.11

[critical_path]
cp_max_fo=2
worstSetupEndpointType=primary output
worstPathRequired_ns=0.80
path_class=reg -> out
ff2ff_path_depth=4
crit_arrival_ns=0.85
worst_setup_path_start_kind=flop

[clock_tree]
cts-buffers-inserted=3
cts_root_buf=clkbuf_4
cts.sinks=4
cts_tree=done
h-tree-depth=1
hold_buffers=0
clockBufferDepth=2
clkTransAtPathRegs_ns=0.04
clkLatencyLatePin_ns=0.23

[floorplan]
fp-utilization_pct=4.43
die_w_microns=80
design.core.area_sq_um=3420
die_h_microns=80
row_count=21
die_area_sq_um=6400
num_io_pins=6

[grt]
grt_max_degree=5
use_met2_pct=1.93
grtUsageMet1_pct=2.54
grt.busiest_layer=met1
grt_pass1_vias=167
grt_use_met3_pct=1.14
gr-usage-all-layers_pct=1.72
antenna_found_initial=0
grt_pass1_wl_microns=779
overflow=0

[synth]
yosysSeqAreaShare_pct=66.1
netlist.area_leader.share_pct=66.1
ys_warn_count=1
synth_cells=11
syn_avg_cell_area_sq_um=13.8
yosys-stat-area_sq_um=151
synth_area_sq_um=151
yosys_cells=11
topCellsByArea=dfrtp_1, a31oi_1, ha_1, xor2_1, a21o_1
largest_area_cell=dfrtp_1
ys_types=6
ys.flops=4

[status]
violations=setup timing
status=finished with violations

[job]
tool_warnings=27
maxCapViolCount=0

[placement]
place.gp.congestion=0.617
port_buffers=5

[power]
vdd_drop_max_mv=0.614
power_density_nw_per_um2=1050
leakage_nw=0.183

[hold_path]
worstHoldPathType=in -> async

-- cell type report --
cell class              count  area (sq um)  share of cell area (%)
inverters                   1          3.75                    1.08
repair buffers             14           105                    30.1
flip-flops and latches      4           100                    28.7
multi-input cells           6          60.1                    17.2
clock buffers               3          22.5                    6.45
well taps                  46          57.6                    16.5
-- path summary, 6_finish.rpt --
check / from / end / slack [ns]
setup / recovery: count[1]$_DFF_PP0_ / count[1] / -0.05
hold / removal: rst / count[0]$_DFF_PP0_ / 0.16
setup reg to reg: count[1]$_DFF_PP0_ / count[2]$_DFF_PP0_ / -0.04
hold reg to reg: count[0]$_DFF_PP0_ / count[1]$_DFF_PP0_ / 0.60
max in group asynchronous: rst / count[2]$_DFF_PP0_ / 0.68
min in group clk0: count[0]$_DFF_PP0_ / count[1]$_DFF_PP0_ / 0.60
-- cell usage after synthesis --
master   count
dfrtp_1      4
a31oi_1      3
a21o_1       1
ha_1         1
inv_1        1
xor2_1       1
-- kinds of logic (layout without fill, tap and decap cells) --
family | count (synthesis) | in the layout | synth area share (%)
flops | 4 | 4 | 66.1
fa+ha+maj | 1 | 1 | 8.26
xor+xnor | 1 | 1 | 5.79
compound gates | 4 | 4 | 17.4
buf+inv | 1 | 18 | 2.48
-- report_power, final --
| group | total (W) | internal [W] | switching (W) |
|---|---|---|---|
| registers | 0.000163 | 0.000163 | 0 |
| clock network | 0.000195 | 0.000134 | 0.0000616 |
| logic | 0.00000723 | 0.00000368 | 0.00000355 |
| total | 0.000366 | 0.000300 | 0.0000651 |
-- stage by stage --
step / util (%) / cell area, sq um / instances / setup slack (ns) / power [W]
final: 10.2 / 349 / 74 / -0.0464 / 0.000366
after global routing: 10.2 / 349 / 74 / -0.0821 / 0.000382
after CTS: 9.96 / 340 / 72 / -0.0157 / 0.000371
after detailed placement: 8.24 / 282 / 65 / -0.0851 / 0.000172
after global placement: 8.24 / 282 / 65 / -0.0729 / 0.000172
after floorplan: - / 151 / 11 / 0.0187 / 0.000168
-- routing by layer --
layer | vias up | part of all wire [%] | wire length [microns]
met4 | 0 | 0 | 0
met3 | 0 | 6.6 | 36
met1 | 72 | 56 | 306
li1 | 76 | - | -
met5 | - | 0 | 0
met2 | 8 | 37 | 202
-- repair_timing --
item | CTS | global route
endpoints found under the setup margin | 5 | 3
gates resized | 14 | 3
buffers inserted | 4 | 2
pin swaps | 1 | 3
-- critical path: stages (launching register included) --
cell     delay (ns)
dfrtp_1        0.38
buf_4          0.14
buf_2          0.10
Power figures rest on the tool's default switching activity, not on a simulated workload.
